===== flow/design.v =====
`timescale 1ns / 1ps
module PADDER #(
    parameter DATA_WIDTH = 128,
    parameter DATA_PART_WIDTH = 32,
    localparam RATIO = DATA_WIDTH/DATA_PART_WIDTH,
    localparam PTR_SIZE = $clog2(RATIO + 1)
)   (  
    input logic [DATA_WIDTH-1:0] PADDER_IN,
    output logic [DATA_WIDTH-1:0] PADDER_OUT,
    input logic [PTR_SIZE-1:0]  PAD_PTR
);
genvar i;
generate
    for(i = 0; i < RATIO; i = i + 1) begin
        assign PADDER_OUT[(i+1)*DATA_PART_WIDTH-1:i*DATA_PART_WIDTH] = 
            i >= PAD_PTR ? PADDER_IN[(i+1)*DATA_PART_WIDTH-1:i*DATA_PART_WIDTH]
                : (i == PAD_PTR - 1 ?
                    (PAD_PTR == 1   ? {1'b0,2'b11,{(DATA_PART_WIDTH-4){1'b0}},1'b1}              
                    : {1'b0, 2'b11,{(DATA_PART_WIDTH-3){1'b0}}})    
                : (i == 0 ? {{(DATA_PART_WIDTH-1){1'b0}},1'b1}
                : {DATA_PART_WIDTH{1'b0}})
                );   
    end
endgenerate
endmodule

===== flow/run.sh =====
#!/bin/bash
# OpenROAD 26Q1-2900-gdf79404cd8, Yosys 0.63+post, stock flow scripts
make -C /OpenROAD-flow-scripts/flow DESIGN_CONFIG=/design/flow/config.mk WORK_HOME=/design/flow/orfs finish

===== flow/config.mk =====
export PLATFORM = sky130hd
export DESIGN_NAME = PADDER
export DESIGN_NICKNAME = PADDER
export VERILOG_FILES = /design/flow/design.v
export SDC_FILE = /design/flow/constraint.sdc
export NUM_CORES = 4
export LEC_CHECK = 1
export CORE_AREA = 10 10 108 108
export DIE_AREA = 0 0 118 118

===== flow/constraint.sdc =====
current_design PADDER

set clk_period 3.4
set clk_io_pct 0.2

create_clock -name clk0 -period $clk_period

set non_clock_inputs [all_inputs -no_clocks]
set_input_delay [expr $clk_period * $clk_io_pct] -clock clk0 $non_clock_inputs
set_output_delay [expr $clk_period * $clk_io_pct] -clock clk0 [all_outputs]

==> flow_summary_export.csv <==
group,metric,value,unit
run_status,outcome,"finished, final reports clean",
min_path,min_path_cells,4,
route,vias_per_cell,3.87,
logic_synthesis,yosys-stat-area,1210,sq um
timing,worst_pin_slew,0.357,ns
critical_path,end_kind,"output port",
critical_path,critPathMaxFanout,8,
route,route.detailed.drc,0,
critical_path,cpMostUsedCell,"clkdlybuf4s50_1",
clock_tree,cts_setup_buffers,0,
global_route,grt_max_degree,35,
logic_synthesis,mux_share,0,%
timing,min_period,3.35,ns
layout,fin_area,3990,sq um
layout,mostFrequentLayoutCell,"clkdlybuf4s50_1",
route,routed_wl,9.53,mm
die,rows,35,
timing,timing.fmax,299,MHz
layout,num-fill-cells,907,
route,met3_length,1.01,mm
die,die_y,118,microns
critical_path,worstPathCellList,"clkdlybuf4s50_1 -> inv_1 -> ha_2 -> nand3b_1 -> o211ai_1 -> clkdlybuf4s50_1",
logic_synthesis,top_area_cell,"a21boi_0",
logic_synthesis,syn_area_per_cell,6.82,sq um
placement,io_buffers,259,
min_path,hold_class,"input pin to output port",
min_path,hold-path-endpoint,"PADDER_OUT[62]",
layout,drive_gt1_share,5.62,%
logic_synthesis,aoi_share,44.3,%
placement,hpwlAfterDp,8.37,mm
route,wl_per_cell,17.1,microns
placement,placed_cell_area,3970,sq um
timing,timing.final.ws_setup,0.0526,ns
min_path,worstHoldStart,"PAD_PTR[1]",
layout,seq_cells,0,
route,antenna_left,0,
route,n_antenna_cell,0,
route,drtIter0Drc,74,
run,cap_violations,0,
die,core,9280,sq um
route,met2WireLength,5.06,mm
timing,slew_headroom,76.1,%
logic_synthesis,synthSimpleGateAreaFrac,43.0,%
layout,comb_area,1100,sq um
die,die_x,118,microns
global_route,grt_pass1_vias,2309,
route,vias,2150,
global_route,grt_overflow,0,
power_and_ir_drop,peakVddDrop,0.0465,mV
die,die-area,13900,sq um
logic_synthesis,synthTopCellsByArea,"a21boi_0 30%, and2_1 15%, nor2b_1 15%, a21boi_2 9.3%, clkbuf_1 3.7%",
logic_synthesis,synth_seq_share,0,%
route,wl_met1,3.44,mm
logic_synthesis,yosysWarnings,0,
layout,syn2layout_area_growth,229,%
global_route,grt_usage,12.4,%
logic_synthesis,topCombFamilyByArea,"AND-OR/OR-AND gates",
critical_path,cp_slowest_cell,"clkdlybuf4s50_1",
power_and_ir_drop,p_per_area,101,nW/um^2
critical_path,cp.required,2.72,ns
timing,rsz0062_at_grt,"true",
route,highest_layer,"met4",
global_route,grt_pass1_wl,13.9,mm
logic_synthesis,synthCells,178,
route,dr.pass1.iters,3,
logic_synthesis,top_area_share,30.3,%
placement,gp_congestion,0.814,
timing,setup_viol,0,
logic_synthesis,synth_xor_xnor_area_share,0,%
placement,dp_slack,0.0330,ns
logic_synthesis,synth_area,1210,sq um
timing,slew_viol_final,0,
critical_path,max_stage_delay,0.68,ns
die,io_pins,259,
run,tool_warnings,34,
critical_path,worstSetupPathType,"input pin to output port",
logic_synthesis,ys_cells,178,
timing,finalCritPeriodShare,98.5,%
clock_tree,hold_buffers,0,
critical_path,critPathLaunch,"PAD_PTR[2]",
layout,clock_buffers,0,
layout,final_cell_mix,"258 x clkdlybuf4s50_1, 47 x a21boi_0, 30 x and2_1, 30 x nor2b_1, 10 x a21boi_2",
power_and_ir_drop,p_leak,1.45,nW
global_route,antenna_found_initial,0,
logic_synthesis,ys_sh_adder,2.06,%
logic_synthesis,synth_cell_types,26,
layout,regArea,0,sq um
critical_path,critPathLaunchType,"input pin",
timing,hold_viol,0,
die,initial_core_util,13.1,%
critical_path,critPathArrivalTime,2.67,ns
[worst max path at each step]
stage                    end
global route  PADDER_OUT[63]
finish        PADDER_OUT[29]
CTS           PADDER_OUT[13]
[through the flow]
| step | hold slack (ns) | total power [mW] | std cells | setup TNS, ns | util [%] |
|---|---|---|---|---|---|
| finish | 2.24 | 0.405 | 556 | 0 | 43.0 |
| global route | 2.30 | 0.440 | 556 | -0.0789 | 43.0 |
| CTS | 2.27 | 0.410 | 555 | 0 | 42.7 |
| detailed placement | 2.27 | 0.407 | 555 | 0 | 42.7 |
| global placement | 2.27 | 0.408 | 555 | 0 | 42.7 |
| floorplan | 1.42 | 0.0776 | 178 | 0 | - |
[metal layers]
metal,up-vias,global-route usage [%]
met5,-,0
met4,0,0.309
met3,2,5.44
met2,124,23.6
met1,922,12.6
li1,1102,-
[worst max-delay path: cells and delay by family]
kind | cells | cell delay [ns]
buffers and inverters | 3 | 1.31
adders and majority gates | 1 | 0.37
AOI/OAI and AO/OA | 1 | 0.19
and+or+nand+nor | 1 | 0.12
[final cells by class]
cell class         instances  area share, %
inverters                  7          0.659
repair buffers           269           67.7
multi-input cells        151           27.6
well taps                129           4.05
[power breakdown]
part / switching, mW / internal, mW
Clock: 0 / 0
Sequential: 0 / 0
Combinational: 0.0959 / 0.309
Total: 0.0959 / 0.309
[cell families after synthesis]
kind of cell    after synthesis
compound gates               68
fa+ha+maj                     2
buf+inv                      28
simple gates                 80
[what timing repair did]
item / in CTS / in global routing
gates resized: 0 / 7
endpoints found under the setup margin: 0 / 44
endpoints found under the hold margin: 0 / 0
[synth_stat cells (all sizes together), types with 2 or more instances]
cell type	number
nand3	3
o21ai	4
and2	30
or4b	2
nand4bb	2
nor2b	30
nand2b	2
or4bb	2
buf	6
ha	2
inv	7
clkbuf	15
a21boi	59
nand2	4
o211ai	2
Power is estimated from default activity; no workload was simulated.
