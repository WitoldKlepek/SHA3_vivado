### design/flow/config.mk
export PLATFORM = sky130hd
export DESIGN_NAME = PADDING_CTRL_UNIT
export DESIGN_NICKNAME = PADDING_CTRL_UNIT
export VERILOG_FILES = /design/flow/design.v
export SDC_FILE = /design/flow/constraint.sdc
export NUM_CORES = 4
export LEC_CHECK = 1
export CORE_AREA = 10 10 96 96
export DIE_AREA = 0 0 106 106
### design/flow/constraint.sdc
current_design PADDING_CTRL_UNIT

set clk_period 2.2
set clk_io_pct 0.2

create_clock -name clk0 -period $clk_period [get_ports {CLK}]

set non_clock_inputs [all_inputs -no_clocks]
set_input_delay [expr $clk_period * $clk_io_pct] -clock clk0 $non_clock_inputs
set_output_delay [expr $clk_period * $clk_io_pct] -clock clk0 [all_outputs]
### design/flow/design.v
`timescale 1ns / 1ps
module PADDING_CTRL_UNIT #(
    parameter IN_OUT_RATIO = 8,
    localparam BUF_CNT_SIZE = $clog2(IN_OUT_RATIO),
    localparam PAD_CNT_SIZE = $clog2(IN_OUT_RATIO+1) 
) (
    input logic CLK,
    input logic CE,
    input logic A_RST,
    input logic DATA_IN_VALID, 
    output logic CTRL_BUF_READ_EN,
    output logic CTRL_BUF_WRITE_EN,
    input logic BUF_FULL,
    input logic BUF_EMPTY,
    output logic [PAD_CNT_SIZE-1:0] CTRL_PAD_PTR,
    input logic PERMUTATION_READY,
    output logic CTRL_LAST_MESSAGE_FROM_PADDING
    );
typedef enum {  INIT, 
                COUNTING, 
                READ_NEXT, 
                WAIT_FOR_PERM_FINISH_PROCESSING,
                READ_NEXT_AFTER_WAIT,
                WAIT_FOR_PERM_AND_COUNTING,
                READ_NEXT_AFTER_WAIT_AND_COUNTING} padding_ctrl_states;
logic [BUF_CNT_SIZE-1:0] read_en_counter;
logic [PAD_CNT_SIZE-1:0]   pad_ptr_counter;    
logic padding_req_flag;
padding_ctrl_states STATE;
always@(posedge CLK, posedge A_RST)
begin
    if(A_RST == 1'b1)  begin
        STATE   <=  INIT;
    end
        else if(CE == 1'b1) begin
            case(STATE)
                INIT    :   
                    if(DATA_IN_VALID == 1'b1) begin
                        STATE           <=  COUNTING;
                    end
                COUNTING    : begin 
                    if(read_en_counter == IN_OUT_RATIO - 2 ) begin
                        STATE           <=  READ_NEXT;                   
                    end else if(DATA_IN_VALID == 1'b0)begin
                        if(PERMUTATION_READY == 1'b0)
                            STATE           <=  READ_NEXT; 
                        else
                            STATE           <=  WAIT_FOR_PERM_FINISH_PROCESSING; 
                    end
                end 
                WAIT_FOR_PERM_FINISH_PROCESSING : begin
                    if(PERMUTATION_READY == 1'b0)
                        STATE           <=  READ_NEXT_AFTER_WAIT;
                    else if(DATA_IN_VALID == 1'b1)
                        STATE           <=  WAIT_FOR_PERM_AND_COUNTING;
                end
                WAIT_FOR_PERM_AND_COUNTING : begin
                    if(PERMUTATION_READY == 1'b0)
                        STATE           <=  READ_NEXT_AFTER_WAIT_AND_COUNTING; 
                    else if(DATA_IN_VALID == 1'b0)
                        STATE           <=  WAIT_FOR_PERM_FINISH_PROCESSING;  
                end        
                READ_NEXT   : begin
                    if(DATA_IN_VALID == 1'b1)
                        STATE   <=  COUNTING;
                    else
                        STATE   <=  INIT;
                end 
                READ_NEXT_AFTER_WAIT : begin
                    if(DATA_IN_VALID == 1'b1)
                        STATE   <=  COUNTING;
                    else
                        STATE   <=  INIT;
                end
                READ_NEXT_AFTER_WAIT_AND_COUNTING : begin
                     if(DATA_IN_VALID == 1'b1)
                        STATE   <=  COUNTING;
                    else
                        STATE   <=  INIT;
                end      
                default : 
                    STATE   <=  INIT;
            endcase
        end
end 
always_comb
begin
    if(BUF_FULL == 1'b0)
        case(STATE)
            INIT :
                CTRL_BUF_WRITE_EN   <=  1'b0;
            COUNTING :
                    CTRL_BUF_WRITE_EN   <=  1'b1;
            WAIT_FOR_PERM_FINISH_PROCESSING :
                    CTRL_BUF_WRITE_EN   <=  1'b0;
            WAIT_FOR_PERM_AND_COUNTING :
                CTRL_BUF_WRITE_EN   <=  1'b1;
            READ_NEXT :
                if(DATA_IN_VALID)
                    CTRL_BUF_WRITE_EN   <=  1'b1;
                else
                    CTRL_BUF_WRITE_EN   <=  1'b0;
            READ_NEXT_AFTER_WAIT :
                if(DATA_IN_VALID)
                    CTRL_BUF_WRITE_EN   <=  1'b1;
                else
                    CTRL_BUF_WRITE_EN   <=  1'b0;
            READ_NEXT_AFTER_WAIT_AND_COUNTING :
                if(DATA_IN_VALID)
                    CTRL_BUF_WRITE_EN   <=  1'b1;
                else
                    CTRL_BUF_WRITE_EN   <=  1'b0;       
            default :
                CTRL_BUF_WRITE_EN   <=  1'b0;
        endcase
    else
        CTRL_BUF_WRITE_EN   <=  1'b0;
end
always@(posedge CLK, posedge A_RST)
begin
    if(A_RST == 1'b1) begin
        CTRL_BUF_READ_EN    <=  1'b0;
    end else
        if(CE == 1'b1) begin
            if(STATE == READ_NEXT)
                CTRL_BUF_READ_EN    <=  1'b1;          
            else if(STATE == READ_NEXT_AFTER_WAIT)
                CTRL_BUF_READ_EN    <=  1'b1;
            else if(STATE == READ_NEXT_AFTER_WAIT_AND_COUNTING)
                CTRL_BUF_READ_EN    <=  1'b1;
            else
                CTRL_BUF_READ_EN    <=  1'b0;
        end
end
always@(posedge CLK, posedge A_RST)
begin
    if(A_RST == 1'b1) begin
        read_en_counter     <= 0;
        pad_ptr_counter     <= IN_OUT_RATIO - 1;
    end
        else if(CE == 1'b1) begin
            case(STATE)
                INIT : begin
                    read_en_counter     <= 0;
                    pad_ptr_counter     <= IN_OUT_RATIO - 1;
                end
                COUNTING : begin
                    read_en_counter     <= read_en_counter + 1;
                    if(DATA_IN_VALID == 1'b1) 
                        pad_ptr_counter     <= pad_ptr_counter - 1;
                end
                WAIT_FOR_PERM_FINISH_PROCESSING : begin
 if(PERMUTATION_READY == 1'b1) begin
                        pad_ptr_counter     <=  IN_OUT_RATIO - 1;
                        read_en_counter     <=  0;
                    end
                end
                WAIT_FOR_PERM_AND_COUNTING : begin
                    read_en_counter     <= read_en_counter + 1;
                    if(DATA_IN_VALID == 1'b1)
                        pad_ptr_counter     <=  pad_ptr_counter - 1;                   
                end                               
                READ_NEXT : begin
                    read_en_counter     <= 0;
                    pad_ptr_counter     <= IN_OUT_RATIO - 1;
                end
                READ_NEXT_AFTER_WAIT : begin
                    read_en_counter     <= 0;
                    pad_ptr_counter     <= IN_OUT_RATIO - 1;
                end
                READ_NEXT_AFTER_WAIT_AND_COUNTING : begin                   
                    if(DATA_IN_VALID == 1'b1) begin
                        pad_ptr_counter     <= pad_ptr_counter - 1;
                        read_en_counter     <= read_en_counter + 1;
                    end else begin
                        read_en_counter     <= 0;
                        pad_ptr_counter     <= IN_OUT_RATIO - 1;
                    end                    
                end
                default: begin
                    read_en_counter <= 0;
                    pad_ptr_counter <= IN_OUT_RATIO - 1;
               end     
            endcase
        end
end    
always@(posedge CLK, posedge A_RST)
begin
    if(A_RST == 1'b1) begin
        CTRL_PAD_PTR        <=  0;
    end
       else if(CE == 1'b1) begin
                if(STATE == READ_NEXT ) begin
                        CTRL_PAD_PTR    <=  pad_ptr_counter;
                end
                else if(STATE == COUNTING && DATA_IN_VALID == 1'b0 && PERMUTATION_READY == 1'b1) begin
                    CTRL_PAD_PTR        <=  pad_ptr_counter;
                end
            end
end
always@(posedge CLK, posedge A_RST)
begin
    if(A_RST == 1'b1)
        CTRL_LAST_MESSAGE_FROM_PADDING <= 1'b0;
    else
        if(CE == 1'b1) begin
            if((STATE == WAIT_FOR_PERM_FINISH_PROCESSING 
            || STATE == WAIT_FOR_PERM_AND_COUNTING
            || (STATE == READ_NEXT && DATA_IN_VALID == 1'b0)
            ) && PERMUTATION_READY == 1'b0)
                CTRL_LAST_MESSAGE_FROM_PADDING  <=  1'b1;
            else
                CTRL_LAST_MESSAGE_FROM_PADDING  <=  1'b0;
        end
end
endmodule
### design/flow/run.sh
#!/bin/bash
# OpenROAD 26Q1-2900-gdf79404cd8, Yosys 0.63+post, stock flow scripts
make -C /OpenROAD-flow-scripts/flow DESIGN_CONFIG=/design/flow/config.mk WORK_HOME=/design/flow/orfs finish
==> qor.yml <==
final_timing:
  drv_slew: 0
  fin_crit_sh: 0.981
  hold_viol: 0
  slew_headroom: 0.690
  postLayoutSetupSlackWorst_ns: 0.0425
  finClkSkew_ns: 0.00148
  setup_viol: 0
  tightest_slew_ns: 0.461
  min_period_ns: 2.16
  fmax_mhz: 463
grt:
  grt_pass1_vias: 750
  overflow: 0
  grt_pass1_wl_um: 3800
  grt_start_max_net_pins: 21
  antenna_found_initial: 0
  grtUsageTotal: 0.0407
power_and_ir_drop:
  power_density_nw_per_um2: 829
  clkPwrFrac: 0.211
  netSwitchingPower_w: 0.000331
  power_frac_comb: 0.292
  power.internal_w: 0.000776
  p_leak_nw: 0.548
  sequentialPowerShare: 0.497
  switching_share: 0.299
  vdd_drop_max_uv: 266
worst_setup_path:
  end_kind: "primary output"
  slowest_delay_ns: 0.55
  path_buffers: 2
  path_class: "input pin to primary output"
  worstPathArrival_ns: 1.72
  crit_cells: 4
  r2r_slack_ns: 0.82
  startpoint: "DATA_IN_VALID"
  critPathRequiredTime_ns: 1.76
  cp_max_fo: 2
  r2r-end: "pad_ptr_counter[3]"
  crit_chain: "clkdlybuf4s50_1 -> nand2_1 -> a21oi_2 -> clkdlybuf4s50_1"
  cp-endpoint: "CTRL_BUF_WRITE_EN"
  regToRegStartpoint: "STATE[3]"
  r2r_cells: 4
  crit_family: "buffers and inverters"
  critPathMostFrequentCell: "clkdlybuf4s50_1"
  cp-start-kind: "input pin"
  slowest_stage: "clkdlybuf4s50_1"
synthesis:
  synth_seq_share: 0.488
  area_leaders: "dfrtp_1 (39%), dfstp_2 (10%), mux2_2 (5.4%)"
  synth_area_um2: 1040
  yosysWarnings: 1
  ff_type: "dfrtp_1"
  synth_top_cell_by_area: "dfrtp_1"
  synth_cells: 99
  ys_cells: 99
  edf_count: 0
  synth.distinct_cells: 32
  ys_area_um2: 1040
  avgSynthCellArea_um2: 10.5
  synth_flop_count: 20
  async_flop_share: 1.00
  synth.top_cell.area_share: 0.386
finish:
  lay_top_count: "dfrtp_1"
  drive_above_1_share: 0.211
  final_cell_mix: "dfrtp_1 (16), clkdlybuf4s50_1 (12), a21oi_1 (9), inv_1 (8), nand2_1 (7)"
  areaGrowthSynthToFinish_pct: 29.0
  final_core_util: 0.185
placement:
  hpwl_um: 1660
  place_congestion: 0.797
  port-buffer-count: 12
  dp_slack_ns: 0.0668
floorplan:
  top_level_ports: 14
  chipArea_um2: 11200
  fp_util: 0.144
  die_h_um: 106
  rows: 31
  coreArea_um2: 7210
  die-width_um: 106
clock_tree:
  cts_inserted_buffers: 3
  cts_buffer_depth: 2
  cts_max_level: 1
  clk_pin_slew_ns: 0.07
  cts_tree: "built"
  clock-sinks: 20
  clock_latency_ns: 0.25
  cts-root-buf: "clkbuf_8"
drt:
  drc_errors: 0
  vias_per_cell: 3.80
  vias: 809
  antennaDiodeCount: 0
  wl_per_cell_um: 10.7
  drt-total-wl_um: 2290
  first_pass_iters: 4
  drtAntennaViolNets: 0
  drt-initial-drc-count: 50
worst_hold_path:
  hp-class: "register to register"
run:
  warnings: 27
  drv_cap: 0
outcome:
  status: "finished, final reports clean"
[timing repair]
item	CTS	global route
endpoints found under the setup margin	0	1
setup buffers	0	1
hold buffers	0	0
resized	0	2
[metrics by stage]
| stage | setup TNS, ns | instances | power (W) | area [um2] | hold WS, ns |
|---|---|---|---|---|---|
| floorplan | 0 | 99 | 0.000745 | 1040 | 0.401 |
| global placement | 0 | 209 | 0.000867 | 1280 | 0.469 |
| detailed placement | 0 | 209 | 0.000874 | 1280 | 0.477 |
| CTS | 0 | 212 | 0.00111 | 1320 | 0.490 |
| global route | -0.0000321 | 213 | 0.00119 | 1340 | 0.511 |
| finish | 0 | 213 | 0.00111 | 1340 | 0.487 |
[registers in the layout, indices dropped and copies added (netlist names)]
name                            cells
CTRL_BUF_READ_EN                    1
CTRL_LAST_MESSAGE_FROM_PADDING      1
CTRL_PAD_PTR                        4
STATE                               7
pad_ptr_counter                     4
read_en_counter                     3
[cell type report]
| type | instances | area (um2) |
|---|---|---|
| well taps | 99 | 124 |
| fillers | 817 | 5880 |
| clock buffers | 3 | 41.3 |
| inverters | 8 | 30.0 |
| multi-input cells | 65 | 470 |
| repair buffers | 18 | 165 |
| flip-flops and latches | 20 | 505 |
[cell usage after synthesis (3+ instances only)]
| cell | number |
|---|---|
| inv_1 | 8 |
| mux2_2 | 5 |
| nor3_1 | 3 |
| nor2_1 | 3 |
| a21oi_1 | 10 |
| buf_2 | 4 |
| dfrtp_1 | 16 |
| a31oi_1 | 5 |
| dfstp_2 | 4 |
| ha_1 | 3 |
| nand2_1 | 7 |
| o2bb2ai_1 | 4 |
[cells by family (layout without fill, tap and decap cells)]
| group | Yosys count | in the layout | synth area share |
|---|---|---|---|
| AND-OR/OR-AND | 37 | 37 | 0.250 |
| flip-flops | 20 | 20 | 0.488 |
| AND/OR/NAND/NOR | 20 | 20 | 0.105 |
| adder cells (fa/ha/maj) | 3 | 3 | 0.0362 |
| multiplexers | 5 | 5 | 0.0543 |
| buffers and inverters | 14 | 29 | 0.0664 |
[worst register-to-register path, delay by kind of cell, from the launching register on]
family	cells	cell delay, ns
buffers and inverters	1	0.15
DFF	1	0.41
AOI/OAI and AO/OA	2	0.30
and+or+nand+nor	1	0.41
[power by group through the flow]
stage     clock [W]  sequential, W  combinational [W]
5_1_grt    0.000259       0.000565           0.000363
6_report   0.000234       0.000550           0.000323
4_1_cts    0.000243       0.000552           0.000319
[metal layers]
metal  global-route usage  part of all wire  vias up
met1               0.0638              0.53      398
met5                    0                 0        -
met2               0.0495              0.39       17
li1                     -                 -      394
met4              0.00387                 0        0
met3               0.0202             0.083        0
[worst min path at each step]
stage	end	from	cells after the start
6_report	read_en_counter[0]	read_en_counter[0]	1
5_1_grt	read_en_counter[0]	read_en_counter[0]	1
4_1_cts	read_en_counter[0]	read_en_counter[0]	1
Power is estimated from default activity; no workload was simulated.
