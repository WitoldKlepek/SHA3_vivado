## /design/flow/config.mk

```make
export PLATFORM = sky130hd
export DESIGN_NAME = PERMUTATION_CTRL_UNIT
export DESIGN_NICKNAME = PERMUTATION_CTRL_UNIT
export VERILOG_FILES = /design/flow/design.v
export SDC_FILE = /design/flow/constraint.sdc
export NUM_CORES = 4
export LEC_CHECK = 1
export CORE_AREA = 10 10 86 86
export DIE_AREA = 0 0 96 96
```

## /design/flow/constraint.sdc

```tcl
current_design PERMUTATION_CTRL_UNIT

set clk_period 2.4
set clk_io_pct 0.2

create_clock -name clk0 -period $clk_period [get_ports {CLK}]

set non_clock_inputs [all_inputs -no_clocks]
set_input_delay [expr $clk_period * $clk_io_pct] -clock clk0 $non_clock_inputs
set_output_delay [expr $clk_period * $clk_io_pct] -clock clk0 [all_outputs]
```

## /design/flow/design.v

```verilog
module ROUND_CONSTANT_COUNTER(
	output logic [0:64-1] CONSTANT_VALUE,
	input logic [4:0]  COUNTER
	);
logic [0:64-1] out_reg;
always_comb
begin
    case(COUNTER)
	    5'b00000 : out_reg	=	64'h0000000000000001;	
		5'b00001 : out_reg	=	64'h0000000000008082;
		5'b00010 : out_reg	=	64'h800000000000808a;
		5'b00011 : out_reg	=	64'h8000000080008000;
		5'b00100 : out_reg	=	64'h000000000000808b;
		5'b00101 : out_reg	=	64'h0000000080000001;
		5'b00110 : out_reg	=	64'h8000000080008081;
		5'b00111 : out_reg	=	64'h8000000000008009;
		5'b01000 : out_reg	=	64'h000000000000008a;
		5'b01001 : out_reg	=	64'h0000000000000088;                    
		5'b01010 : out_reg	=	64'h0000000080008009;                     
		5'b01011 : out_reg	=	64'h000000008000000a;                    
		5'b01100 : out_reg	=	64'h000000008000808b;                     
		5'b01101 : out_reg	=	64'h800000000000008b;                     
		5'b01110 : out_reg	=   64'h8000000000008089;                     
		5'b01111 : out_reg  =	64'h8000000000008003;
		5'b10000 : out_reg	=	64'h8000000000008002;	
		5'b10001 : out_reg	=	64'h8000000000000080;
		5'b10010 : out_reg	=	64'h000000000000800a;
		5'b10011 : out_reg	=	64'h800000008000000a;
		5'b10100 : out_reg	=	64'h8000000080008081;
		5'b10101 : out_reg	=	64'h8000000000008080;
		5'b10110 : out_reg	=	64'h0000000080000001;
		5'b10111 : out_reg	=	64'h8000000080008008;
		default  : out_reg	=	64'h0000000000000000;		
    endcase
end
assign CONSTANT_VALUE = out_reg;
endmodule
`timescale 1ns / 1ps
module PERMUTATION_CTRL_UNIT(
	input logic CLK,
	input logic A_RST,
	input logic CE,
	output logic [0:64-1] CONSTANT_VALUE,
	input logic VALID_NEW_MESSAGE_FROM_PADDING,
	output logic WAIT_FOR_NEW_MESSAGE,
	input logic LAST_MESSAGE_FROM_PADDING,
	output logic HASH_VALID
    );
typedef enum {INIT, NEW_MESS, COUNTING,  WAIT_FOR_NEXT_MESS, VALID} permutation_ctrl_states;
logic h_val;
logic wait_f_new_mess;
logic [4:0] twenty_four_counter;
permutation_ctrl_states state;
logic last_perm_for_mess;
ROUND_CONSTANT_COUNTER RND_CONST_CNT (
    .CONSTANT_VALUE(CONSTANT_VALUE),
    .COUNTER(twenty_four_counter)
);
always@ (posedge CLK, posedge A_RST)
begin
    if(A_RST == 1'b1)
        last_perm_for_mess  <=  1'b0;
    else
        if(CE == 1'b1)
            if(LAST_MESSAGE_FROM_PADDING == 1'b1)
                last_perm_for_mess  <=  1'b1;
            else if(h_val == 1'b1)
                last_perm_for_mess  <=  1'b0;
end
assign WAIT_FOR_NEW_MESSAGE = wait_f_new_mess & !VALID_NEW_MESSAGE_FROM_PADDING;
always @(posedge CLK, posedge A_RST)
begin
    if(A_RST == 1'b1) begin
        state   <=  INIT;
        twenty_four_counter   <=  0;       
    end
        else if(CE == 1'b1) begin
                case(state)
                    INIT : begin
                        if(VALID_NEW_MESSAGE_FROM_PADDING == 1'b1) begin
                            state   <=  COUNTING;
                            twenty_four_counter   <=  1;
                        end else
                            twenty_four_counter   <=  0;
                    end
                    COUNTING :
                        if(twenty_four_counter  == 23) begin
                            if(last_perm_for_mess == 1'b1)
                                state   <=  VALID;
                            else
                                state   <=  WAIT_FOR_NEXT_MESS;                   
                            twenty_four_counter   <=  0;
                        end else 
                            twenty_four_counter   <=  twenty_four_counter + 1 ;
                    WAIT_FOR_NEXT_MESS :
                        if(VALID_NEW_MESSAGE_FROM_PADDING == 1'b1) begin
                            state   <=  COUNTING;
                            twenty_four_counter   <=  1;
                        end
                    VALID :
                        if(VALID_NEW_MESSAGE_FROM_PADDING == 1'b1) begin
                            state   <=  COUNTING;
                            twenty_four_counter   <=  0;
                        end else
                            state   <= WAIT_FOR_NEXT_MESS; 
                    default :
                        state   <=  INIT;
                endcase
            end
end
always_comb
begin
    if(state == VALID)
        h_val <=    1'b1;
    else
        h_val <=    1'b0;
end
always_comb
begin
    if(state == WAIT_FOR_NEXT_MESS || state == INIT || state == VALID)
        wait_f_new_mess =    1'b1;
    else
       wait_f_new_mess =    1'b0;
end
assign HASH_VALID = h_val;
endmodule
```

## /design/flow/run.sh

```bash
#!/bin/bash
# OpenROAD 26Q1-2900-gdf79404cd8, Yosys 0.63+post, stock flow scripts
make -C /OpenROAD-flow-scripts/flow DESIGN_CONFIG=/design/flow/config.mk WORK_HOME=/design/flow/orfs finish
```

==> impl_metrics.py <==
# Physical implementation metrics
metrics = {
    "min_path": {
        "hp-class": "reg2reg",
    },
    "cts": {
        "hold_buffers": 0,
        "cts_max_path_buffers": 2,
        "cts-root-buf": "clkbuf_8",
        "cts.sinks": 10,
        "cts_buffers": 3,
        "clk_pin_slew_ps": 50,
        "htreeDepth": 1,
        "tritoncts": "yes",
        "clk_latency_ps": 240,
    },
    "synthesis": {
        "ys_cells": 166,
        "ys.flops": 10,
        "top_logic_kind": "buffers and inverters",
        "synthFlopType": "dfrtp_1",
        "simple_gate_area_share_pct": 16.0,
        "top_cell_area_share_pct": 32.7,
        "ys_seq_share_pct": 18.5,
        "async_reset_ff_share_pct": 100,
        "aoi_share_pct": 16.3,
        "ys_types": 42,
        "adder_share_pct": 6.46,
        "edf_count": 0,
        "syn_avg_cell_area_um2": 8.17,
        "yosys_warnings": 2,
        "mux_share_pct": 5.35,
        "area_leaders": "buf_4 (33%), dfrtp_1 (17%), ha_1 (6.5%)",
        "syn_area_um2": 1360,
        "xor_area_share_pct": 0,
        "yosys.stat.chipArea_um2": 1360,
        "synthCells": 166,
        "synth_top_cell_by_area": "buf_4",
    },
    "setup_path": {
        "cp.required_ps": 1920,
        "worstSetupPathType": "reg2out",
        "cpLargestDelayFamily": "multiplexers",
        "arrival_ps": 1860,
        "crit_start": "twenty_four_counter[0]$_DFFE_PP0P_",
        "setup.worst_path.end": "CONSTANT_VALUE[32]",
        "cp.depth": 6,
        "slowest_delay_ps": 460,
        "timing.rr.start": "twenty_four_counter[3]$_DFFE_PP0P_",
        "cp-start-kind": "flip-flop",
        "crit_buf_inv": 2,
        "cp_slowest_cell": "mux4_2",
        "worstPathMaxFanout": 5,
        "r2r_cells": 4,
        "cp-end-kind": "output pin",
        "ff2ff_setup_slack_ps": 730,
        "worstPathCellList": "inv_4 > ha_4 > mux4_2 > nand2_2 > o31ai_1 > dlygate4sd2_1",
        "reg2reg_to": "twenty_four_counter[3]$_DFFE_PP0P_",
    },
    "final_timing": {
        "finalHoldViolCount": 0,
        "clock_skew_ps": 7.50,
        "finalCriticalPeriod_ps": 2340,
        "worstMarginPinSlew_ps": 544,
        "rsz0062_at_grt": "no",
        "setup_violations": 0,
        "hold_slack_ps": 507,
        "finalMaxSlewViolations": 0,
        "post-route-period-util_pct": 97.4,
        "max_freq_mhz": 428,
        "slew_headroom_pct": 63.7,
    },
    "detailed_routing": {
        "first_iter_violations": 33,
        "vias": 1019,
        "wirelength_met1_mm": 1.41,
        "wl_per_cell_um": 11.9,
        "drt-vias-per-instance": 3.98,
        "routed.top_layer": "met4",
        "drcViolationCount": 0,
        "antennaDiodeCount": 0,
        "wl_met3_um": 167,
        "route.met2.wl_mm": 1.42,
        "first_pass_iters": 4,
        "drt-total-wl_mm": 3.05,
        "ant_nets": 0,
    },
    "power_and_ir_drop": {
        "p_int_mw": 1.03,
        "p_leak_nw": 0.733,
        "share_comb_of_total_power_pct": 67.1,
        "seqPwrFrac_pct": 20.6,
        "finalPower_mw": 1.73,
        "clkPwrFrac_pct": 12.3,
        "swShare_pct": 40.5,
        "vdd_drop_max_uv": 364,
        "p_per_area_nw_per_um2": 1140,
        "switchingPower_mw": 0.699,
    },
    "floorplanning": {
        "io-pin-count": 71,
        "die_y_um": 96,
        "die_w_um": 96,
        "die_area_um2": 9220,
        "fp_util_pct": 24.5,
        "coreArea_um2": 5540,
        "placementRows": 27,
    },
    "global_routing": {
        "grt_first_pass_wirelength_mm": 4.90,
        "grt_overflow_total": 0,
        "grt_max_degree": 18,
        "grt_antenna_before_repair": 0,
        "grt_pass1_vias": 1122,
        "grt_usage_pct": 6.15,
    },
    "finish": {
        "logic_area_um2": 867,
        "postLayoutCellArea_um2": 1510,
        "fillers": 563,
        "area.sequential_um2": 253,
        "syn_to_final_growth_pct": 11.6,
        "drive_gt1_share_pct": 15.8,
    },
    "placed_design": {
        "portBuffers": 13,
        "dp.final_hpwl_mm": 2.39,
        "gp_congestion": 0.837,
        "dpl-instance-area_um2": 1370,
    },
    "status": {
        "outcome": "complete, no violations",
    },
    "job": {
        "maxCapViolCount": 0,
        "warning_count": 32,
    },
}
how the worst min path moves through the flow:
stage                         startpoint                  to  cells past startpoint
after global routing  state[0]$_DFF_PP1_  state[0]$_DFF_PP1_                      1
after CTS             state[0]$_DFF_PP1_  state[0]$_DFF_PP1_                      1
final                 state[0]$_DFF_PP1_  state[0]$_DFF_PP1_                      1
what timing repair did:
item                                    4_1_cts  5_1_grt
pin swaps                                     2        4
setup buffers                                 2        0
endpoints found under the setup margin        6        3
resized                                      17        5
layout by cell type (no fill, tap or decap), types with 2 or more instances in the layout:
| master | count |
|---|---|
| nand3_1 | 3 |
| clkdlybuf4s50_1 | 7 |
| ha_2 | 2 |
| nor4_1 | 2 |
| a21oi_1 | 3 |
| inv_1 | 6 |
| o21ai_0 | 5 |
| dlygate4sd2_1 | 3 |
| a2bb2oi_1 | 2 |
| buf_4 | 8 |
| buf_6 | 2 |
| dfrtp_1 | 8 |
| o22ai_1 | 2 |
| a31oi_1 | 2 |
| o211ai_1 | 3 |
| nor3_1 | 3 |
| ha_1 | 2 |
| dlymetal6s2s_1 | 3 |
| conb_1 | 57 |
| nand4b_1 | 2 |
| ha_4 | 3 |
| nor2_1 | 4 |
| nand2b_1 | 6 |
| nand2_1 | 9 |
| clkbuf_8 | 4 |
| mux2i_1 | 5 |
routing by layer:
metal	up-vias	track usage [%]
met3	4	1.18
met1	472	7.86
met4	0	1.11
met2	49	10.6
li1	494	-
met5	-	0
state kept, by name, summed over array words and instances (netlist names):
signal and count:
twenty_four_counter 5, last_perm_for_mess 1, state 4
cells in the mapped netlist (2+ instances only):
master	count
a21oi_1	4
a2bb2oi_1	3
a31oi_1	2
buf_2	6
buf_4	59
dfrtp_1	9
ha_1	7
inv_1	8
mux2i_1	5
nand2_1	10
nand2b_1	6
nand3_1	3
nand4b_1	2
nor2_1	4
nor3_1	3
nor4_1	2
o211ai_1	3
o21ai_0	5
o22ai_1	2
area by class of cell:
type                            count  share of cell area [%]
Tap cell                           72                    5.95
Inverter                            8                    2.15
Multi-Input combinational cell    139                    57.3
Clock buffer                        4                    3.64
Sequential cell                    10                    16.7
Timing Repair Buffer               23                    14.3
power by group through the flow:
| stage | Combinational [mW] | Clock [mW] | Sequential (mW) |
|---|---|---|---|
| CTS | 1.17 | 0.217 | 0.352 |
| global route | 1.30 | 0.228 | 0.371 |
| finish | 1.16 | 0.212 | 0.356 |
metrics by stage:
step                setup WS [ps]  TNS [ps]  utilization [%]  std cells
floorplan                     471         0                -        222
global placement             96.6         0             24.8        250
detailed placement           87.3         0             24.8        250
CTS                         -42.2     -42.2             27.1        256
global route                0.573         0             27.3        256
finish                       62.5         0             27.3        256
cells by family (layout without fill, tap and decap cells):
group           count (synthesis)  count (layout)
buf+inv                        73              35
simple gates                   38              38
compound gates                 31              31
flops                          10              10
fa+ha+maj                       7               7
mux                             6               6
other cells                     1              57
No activity file was given, so power comes from the tool's default toggle rates.
